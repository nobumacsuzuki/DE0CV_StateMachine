[config.mk]
export PLATFORM = sky130hd
export DESIGN_NAME = StateMachine
export DESIGN_NICKNAME = StateMachine
export VERILOG_FILES = /design/flow/design.v
export SDC_FILE = /design/flow/constraint.sdc
export NUM_CORES = 4
export LEC_CHECK = 1
export CORE_UTILIZATION = 30
[constraint.sdc]
current_design StateMachine

set clk_period 6.5
set clk_io_pct 0.2

create_clock -name clk0 -period $clk_period [get_ports {in_clk}]

set non_clock_inputs [all_inputs -no_clocks]
set_input_delay [expr $clk_period * $clk_io_pct] -clock clk0 $non_clock_inputs
set_output_delay [expr $clk_period * $clk_io_pct] -clock clk0 [all_outputs]
[design.v]
module StateMachine(
	input wire in_clk, 
	input wire [9:0] in_switch, 
	input wire [3:0] in_button,
	output wire [9:0] out_led, 
	output wire [6:0] seven_segment_0, 
	output wire [6:0] seven_segment_1, 
	output wire [6:0] seven_segment_2, 
	output wire [6:0] seven_segment_3, 
	output wire [6:0] seven_segment_4, 
	output wire [6:0] seven_segment_5);
	wire global_reset = ~in_button[0];
	parameter STATE_INTEVAL = 26'd49_999_999;
	reg [25:0] _26bit_counter;
	wire _26bit_counter_expired;
	assign _26bit_counter_expired = (_26bit_counter == STATE_INTEVAL)? 1'b1: 1'b0;
	always @(posedge in_clk or posedge global_reset)
	begin
		if (global_reset)
			_26bit_counter <= 26'd0;
		else
		begin
			if (_26bit_counter_expired)
				_26bit_counter <= 26'd0;
			else
				_26bit_counter <= _26bit_counter + 26'd1;
		end
	end
	wire is_state_interval = _26bit_counter_expired;
	parameter STATE0 = 2'b00;
	parameter STATE1 = 2'b01;
	parameter STATE2 = 2'b10;
	parameter STATE3 = 2'b11;
	wire state_up = ~in_button[2];
	wire state_down = ~in_button[1];
	reg [1:0] state_machine = STATE0;
	always @(state_up or state_down)
	begin
		case (state_machine)
			STATE0:
				begin
					if (state_up == 1'b1)
						state_machine <= STATE1;
				end
			STATE1:
				begin
					if (state_up == 1'b1)
						state_machine <= STATE2;
					else if (state_down == 1'b1)
						state_machine <= STATE0;
				end
			STATE2:
				begin
					if (state_up == 1'b1)
						state_machine <= STATE3;
					else if (state_down == 1'b1)
						state_machine <= STATE1;
				end
			STATE3:
				begin
					if (state_down == 1'b1)
						state_machine <= STATE2;
				end
			default:
					state_machine <= STATE0;
		endcase
	end
	reg [15:0] _1sec_counter;
	always @(posedge in_clk or posedge global_reset)
	begin
		if (global_reset)
			_1sec_counter <= 16'd0;
		else
		begin
			if (is_state_interval)
			begin
				case (state_machine)
					STATE0:
						_1sec_counter <= _1sec_counter + 16'd1;
					STATE1:
						_1sec_counter <= _1sec_counter + 16'd2;
					STATE2:
						_1sec_counter <= _1sec_counter + 16'd3;
					STATE3:
						;						
					default:
						;
				endcase
			end
		end
	end
	reg latch;	
	always @(posedge in_clk or posedge global_reset)
	begin
		if (global_reset)
			latch <= 1'b0;
		else
		begin
			if (is_state_interval)
			begin
				latch = ~latch;
			end
		end
	end
	assign out_led[9:5] = 5'b0_0000;
	assign out_led[4] = state_up;
	assign out_led[3] = state_down;
	assign out_led[2] = latch;
 	assign out_led[1:0] = state_machine;
	seven_segment_decoder seven_segment_decoder_0(
		.in_4bit(_1sec_counter[3:0]), 
		.out_seven_segment(seven_segment_0));
	seven_segment_decoder seven_segment_decoder_1(
		.in_4bit(_1sec_counter[7:4]), 
		.out_seven_segment(seven_segment_1));
	seven_segment_decoder seven_segment_decoder_2(
		.in_4bit(_1sec_counter[11:8]), 
		.out_seven_segment(seven_segment_2));
	seven_segment_decoder seven_segment_decoder_3(
		.in_4bit(_1sec_counter[15:12]), 
		.out_seven_segment(seven_segment_3));
	assign seven_segment_4 = 7'b111_1111;
	assign seven_segment_5 = 7'b111_1111;
endmodule
module seven_segment_decoder(
	input wire [3:0] in_4bit, 
	output wire [6:0] out_seven_segment);
	function [6:0] led_decoder;
		input [3:0] in_number;
		begin
			case (in_number)
				4'h0:
					led_decoder = 7'b1000000;
				4'h1:
					led_decoder = 7'b1111001;
				4'h2:
					led_decoder = 7'b0100100;
				4'h3:
					led_decoder = 7'b0110000;
				4'h4:
					led_decoder = 7'b0011001;
				4'h5:
					led_decoder = 7'b0010010;
				4'h6:
					led_decoder = 7'b0000010;
				4'h7:
					led_decoder = 7'b1111000;
				4'h8:
					led_decoder = 7'b0000000;
				4'h9:
					led_decoder = 7'b0011000;
				4'ha:
					led_decoder = 7'b0001000;
				4'hb:
					led_decoder = 7'b0000011;
				4'hc:
					led_decoder = 7'b0100111;
				4'hd:
					led_decoder = 7'b0100001;
				4'he:
					led_decoder = 7'b0000110;
				4'hf:
					led_decoder = 7'b0001110;
				default:
					led_decoder = 7'b1111111;
			endcase
		end
	endfunction
	assign out_seven_segment[6:0] = led_decoder(in_4bit);
endmodule
[run.sh]
#!/bin/bash
# OpenROAD 26Q1-2900-gdf79404cd8, Yosys 0.63+post, stock flow scripts
make -C /OpenROAD-flow-scripts/flow DESIGN_CONFIG=/design/flow/config.mk WORK_HOME=/design/flow/orfs finish
==> flow_summary.yaml <==
# generated from flow reports
worst_setup_path:
  cp.arrival_ns: 2.35
  reg2reg_depth: 6
  required_ns: 5.20
  path_class: "reg2out"
  r2r_start: "_26bit_counter[0]$_DFF_PN0_"
  worstSetupEndpointType: "output port"
  cp_max_fo: 10
  start_kind: "flop"
  r2r_setup_slack_ns: 4.09
  setup.worst_path.end: "seven_segment_0[0]"
  reg2reg_to: "_1sec_counter[4]$_DFFE_PN0P_"
  cp-startpoint: "_1sec_counter[1]$_DFFE_PN0P_"
floorplan:
  die_y_um: 105
  pin_count: 67
  core_area_um2: 10300
  die_w_um: 105
  rows: 37
  dieArea_um2: 11100
  fp_util_pct: 31.0
synthesis:
  synthArstFlopShare_pct: 95.6
  ys_cells: 372
  avgSynthCellArea_um2: 8.60
  yosysWarnings: 12
  ys_types: 50
  synth_flops: 45
  ys_area_um2: 3200
  flop_cell: "dfrtp_1"
  synthCells: 372
  synth_area_um2: 3200
  enable_flop_cells: 0
placed_design:
  hpwl_mm: 4.49
  numPortBuffers: 36
  placed_area_um2: 3600
  dp_cells: 529
  gp_congestion: 0.787
  pre_cts_ws_ns: 2.92
timing:
  unclocked_regs: 2
  fin_worst_skew_ns: 0.00533
  setup_viol: 0
  drv_slew: 0
  fin_crit_ns: 3.65
  unconstrained_endpoints: 4
  max_freq_ghz: 0.274
  min_period_over_period_pct: 56.2
  slew_headroom_pct: 47.2
  fin_ws_ns: 2.85
  tns_ns: 0
  tightest_slew_ns: 0.792
  rsz0062_at_grt: "false"
  fin_hold_ws_ns: 0.483
  final-hold-violation-count: 0
worst_hold_path:
  hp-class: "reg2reg"
global_route:
  overflow: 0
  grt_max_degree: 44
  grt_pass1_vias: 2320
  grt_usage_pct: 12.0
  grt_pass1_wl_mm: 11.0
  antenna_found_initial: 0
cells_and_area:
  stdcell_count: 537
  design_area_um2: 3700
  drive_gt1_share_pct: 5.24
  utilization_pct: 35.8
  mostFrequentLayoutCell: "dfrtp_1"
  nFillCells: 1041
  lay_top_cells: "43 x dfrtp_1, 38 x nand2_1, 35 x nor2_1, 35 x clkdlybuf4s50_1, 31 x o21ai_0"
  area_delta_synth_final_pct: 15.6
power:
  p_leak_nw: 1.51
  powerDensity_nw_per_um2: 125
  switching_share_pct: 20.1
  max-vdd-ir-drop_mv: 0.0782
  clock_power_share_pct: 39.6
  comb_power_share_pct: 2.2
  switching_power_mw: 0.0926
  seqPwrFrac_pct: 58.2
  total_power_mw: 0.461
  p_int_mw: 0.369
clock_tree:
  cts_buffer_depth: 2
  cts_tree: "done"
  cts_hold_buf: 0
  h-tree-depth: 2
  clk_pin_slew_worst_paths_ns: 0.08
  root_buffer: "clkbuf_8"
  cts_setup_buffers: 0
  cts_made_buffers: 5
  cts_resized: 0
  clock.latency.late_pin_ns: 0.29
detailed_routing:
  via_count: 2520
  diodes: 0
  drt_wl_total_mm: 6.25
  drtAntennaViolNets: 0
  wire_per_inst_um: 11.6
  drt_iter0_drc: 123
  firstDrtPassIters: 4
  drc: 0
  vias_per_cell: 4.69
run_status:
  outcome: "finished clean"
run:
  warnings: 53
  cap_violations: 0
-- worst max-delay path, cell delays in order, from the launching register on --
cell             delay (ns)
dfrtp_1                0.50
clkinv_1               0.33
ha_1                   0.34
mux4_2                 0.48
clkdlybuf4s50_1        0.41
-- metal layers --
metal	track usage (%)	share of wire, %
met1	18.5	51
met2	18.8	45
met3	1.77	3.0
met4	1.01	0.54
met5	0	0
-- state kept, by name (all words and copies together), names as in the netlist --
register,cells
_26bit_counter,26
_1sec_counter,16
state_machine,2
latch,1
-- worst min-delay path by stage --
stage | start | cells past startpoint | to | slack, ns
4_1_cts | latch$_DFFE_PN0N_ | 1 | latch$_DFFE_PN0N_ | 0.49
5_1_grt | latch$_DFFE_PN0N_ | 1 | latch$_DFFE_PN0N_ | 0.52
6_report | latch$_DFFE_PN0N_ | 1 | latch$_DFFE_PN0N_ | 0.48
-- cell usage after synthesis, types with 2 or more instances --
library cell	count	area share (%)
nand3_1	21	3.3
o22ai_1	2	0.39
clkinv_1	3	0.35
mux2i_1	6	1.9
o21ai_0	31	4.9
and2_1	2	0.39
o32ai_1	2	0.55
nor4_1	8	1.6
clkbuf_1	11	1.3
ha_1	24	9.4
and3_1	6	1.2
buf_4	22	5.2
nand2_1	38	4.5
nor2_1	35	4.1
o211ai_1	4	0.94
dfrtp_1	43	34
xnor2_1	24	6.6
nand2b_1	2	0.39
a21oi_1	10	1.6
nand4_1	13	2.5
o31ai_1	2	0.47
mux4_2	2	1.4
conb_1	2	0.23
buf_1	2	0.23
dlxtn_1	2	0.94
nor3_1	5	0.78
inv_1	15	1.8
xor2_1	12	3.3
and4_1	2	0.55
-- power by group through the flow --
stage	Clock, mW	Sequential (mW)	Combinational, mW
6_report	0.182	0.269	0.0103
4_1_cts	0.190	0.268	0.0110
5_1_grt	0.202	0.269	0.0129
-- cells by family (layout without fill, tap and decap cells) --
family / Yosys count / in the layout / share of synthesized area [%]
simple gates: 142 / 142 / 21.9
compound gates: 60 / 60 / 11.2
buf+inv: 54 / 66 / 9.15
flops: 43 / 43 / 33.6
xor+xnor: 36 / 36 / 9.86
fa+ha+maj: 24 / 24 / 9.39
mux: 9 / 9 / 3.64
other cells: 2 / 19 / 0.235
latches: 2 / 2 / 0.939
-- layout make-up --
cell class                 instances  area (um2)  area share [%]
clock buffer                       8         100            2.71
inverter                          18        67.6            1.83
multi-input combinational        290        1870            50.5
timing repair buffer              40         385            10.4
sequential                        45        1110            29.9
tap                              136         170            4.60
No activity file was given, so power comes from the tool's default toggle rates.
